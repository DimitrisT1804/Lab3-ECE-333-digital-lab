===== design/flow/run.sh =====
#!/bin/bash
# OpenROAD 26Q1-2900-gdf79404cd8, Yosys 0.63+post, stock flow scripts
make -C /OpenROAD-flow-scripts/flow DESIGN_CONFIG=/design/flow/config.mk WORK_HOME=/design/flow/orfs finish

===== design/flow/config.mk =====
export PLATFORM = sky130hd
export DESIGN_NAME = HSYNC_synchroniser
export DESIGN_NICKNAME = HSYNC_synchroniser
export VERILOG_FILES = /design/flow/design.v
export SDC_FILE = /design/flow/constraint.sdc
export NUM_CORES = 4
export LEC_CHECK = 1
export CORE_UTILIZATION = 30

===== design/flow/constraint.sdc =====
current_design HSYNC_synchroniser

set clk_period 3.1
set clk_io_pct 0.2

create_clock -name clk0 -period $clk_period [get_ports {clk}]

set non_clock_inputs [all_inputs -no_clocks]
set_input_delay [expr $clk_period * $clk_io_pct] -clock clk0 $non_clock_inputs
set_output_delay [expr $clk_period * $clk_io_pct] -clock clk0 [all_outputs]

===== design/flow/design.v =====
module HSYNC_synchroniser(clk, reset, enable, hsync, hpixel, h_disp_on);
input clk, reset, enable;
output reg hsync;
output reg [6:0] hpixel;
reg [2:0] current_state, next_state;
reg [11:0] counter;
reg [4:0] pixel_counter;
reg counter_enable, enable_pixels;
output reg h_disp_on;
parameter off_state = 3'b000,        
            width_pulse = 4'b001,
            back_porch = 4'b010,
            display_time = 4'b011,
            front_porch = 4'b100,
            counter_reset = 4'b101;
always @(posedge clk or posedge reset)
begin
    if(reset)
        current_state <= off_state;
    else
        current_state <= next_state;
end
always @(current_state or enable or counter)
begin
    next_state = current_state;      
    hsync = 1;
    counter_enable = 1;
    enable_pixels = 0;   
    h_disp_on = 0;
    case (current_state)
        off_state: 
        begin
            counter_enable = 0;
            if(enable == 1)
                next_state = width_pulse;
            else
                next_state = current_state;
        end
        width_pulse:
        begin
            hsync = 0;          
            if(counter == 12'd383)       
                next_state = back_porch;
            else
                next_state = current_state;
        end
        back_porch:
        begin
            hsync = 1;
            if(counter == 12'd575)       
                next_state = display_time;
            else
                next_state = current_state;
        end
        display_time:
        begin
            h_disp_on = 1;
            enable_pixels = 1;
            if(counter == 12'd3135)      
                next_state = front_porch;
            else
                next_state = current_state;
        end
        front_porch:
        begin
            if(counter == 12'd3198)      
                next_state = counter_reset;
            else
                next_state = current_state;
        end
        counter_reset:
        begin
            counter_enable = 0;
            next_state = width_pulse;
        end
        default:
        begin
            next_state = off_state;  
        end
    endcase
end
always @(posedge clk or posedge reset)       
begin
    if(reset)
        counter <= 0;
    else
    begin
        if(counter_enable == 1)
            counter <= counter + 12'b1;
        else
            counter <= 0;
    end
end
always @(posedge clk or posedge reset)  
begin
    if(reset)
        pixel_counter <= 0;
    else
    begin
        if(enable_pixels == 1)
            pixel_counter <= (pixel_counter == 5'd19) ? 0 : pixel_counter + 5'b1; 
        else
            pixel_counter <= 0;
    end
end
always @(posedge clk or posedge reset)
begin
    if(reset)
        hpixel <= 7'b0;
    else
    begin
        if(pixel_counter == 5'd19)
            hpixel <= (hpixel == 7'd127) ? 0 : hpixel + 7'b1;
    end
end            
endmodule

==> reports/metrics.csv <==
metric,value,unit
ys_area,1463,sq um
area_leaders,"dfrtp_1, ha_1, nand3_1",
end_kind,register,
start_kind,register,
whs,0.4631,ns
grt_max_degree,20,
clk_latency,0.28,ns
cts_buffers,5,
top_area_cell,dfrtp_1,
grt_pass1_wl,4436,um
placed_cell_area,1629,sq um
slew_headroom,52.38,%
first_pass_iters,4,
rows,25,
crit_type,reg -> reg,
antenna_cells,0,
grt_use_total,11.08,%
cts.path.max_buffers,2,
top_cells_by_count,"dfrtp_1, nor2_1, nand3_1",
fin_setup_tns,0,ns
drcViolationCount,0,
syn_avg_cell_area,10.37,sq um
ys_cells,141,
chipArea,5159,sq um
setup_viol,0,
vdd_drop_max,0.1864,mV
clk_pin_slew_worst_paths,0.06,ns
max_freq,0.5209,GHz
drive_above_1_share,10.06,%
syn_area,1463,sq um
netlist_instances,141,
synthDistinctLibCells,36,
overflow,0,
cts_tree,done,
flop_cell,dfrtp_1,
antenna_found_initial,0,
synth.most_common_cell,dfrtp_1,
powerDensity,407.0,nW/um^2
synth_flops,30,
post-route-min-period,1.920,ns
min_path_type,reg -> reg,
cp.required,3.31,ns
cp.arrival,2.13,ns
drv_cap,0,
ys_warn_count,1,
vias,1075,
leakagePower,0.7585,nW
initial_core_util,31.17,%
warnings,26,
core,4692,sq um
worst_slew_pin_slew,0.7135,ns
maxSlewViolCount,0,
cts-root-buf,clkbuf_8,
synth-async-reset-ratio,100.0,%
die_x,71.83,um
ys_seq_share,51.41,%
fill_cells,453,
routedWlPerCell,12.08,um
io_buffers,11,
gp_congestion,0.7972,
final_hold_viol_count,0,
cts_sinks,30,
grt_pass1_vias,992,
critPathMaxFanout,13,
post-cts-setup-buffers,0,
ctsResizeCount,0,
netlist.area_leader.share,49.62,%
h-tree-depth,2,
finClkSkew,0.007385,ns
fin_area,1712,sq um
die_h,71.83,um
fin_crit_sh,61.93,%
finalWirelength,2574,um
area_growth_syn_to_layout,17.02,%
status,"complete, no violations",
antenna_left,0,
drtIter0Drc,61,
holdBufCountCts,0,
hpwl,1832,um
vias_per_cell,5.047,
edf_count,0,
io_pins,12,
rsz0062_at_grt,no,
flip-flops by register name, indices dropped and copies added (netlist names):
signal	cells
counter	12
hpixel	7
pixel_counter	5
current_state	6
worst max-delay path: stages, from the launching register on:
cell	delay [ns]
dfrtp_1	0.37
ha_1	0.23
nand4bb_1	0.45
or4_1	0.64
a21oi_1	0.15
cell families (layout without fill, tap and decap cells):
kind of cell	after synthesis	in the layout	share of synthesized area (%)
simple gates	61	61	24.81
flops	30	30	51.41
compound gates	27	27	11.55
buf+inv	10	28	3.336
xor+xnor	8	8	4.790
fa+ha+maj	4	4	3.422
mux	1	1	0.6844
cell usage in the layout, fill, tap and decap left out, types with 2 or more instances in the layout:
cell type / Yosys / layout
nand3_1: 10 / 10
a32o_1: 2 / 2
nor2b_1: 3 / 3
o21a_1: 2 / 2
xor2_1: 4 / 4
or3_1: 3 / 3
and3_1: 2 / 2
dfrtp_1: 29 / 29
nor2_1: 13 / 13
inv_1: 8 / 8
or4_1: 5 / 5
nor3_1: 3 / 3
clkinv_2: 0 / 2
o31ai_1: 5 / 5
clkbuf_8: 1 / 5
ha_1: 4 / 4
nor4b_1: 2 / 2
or2_2: 2 / 2
nand2_1: 6 / 6
xnor2_1: 4 / 4
a21oi_1: 9 / 9
and2_1: 2 / 2
and3_2: 2 / 2
o21ai_0: 7 / 7
clkdlybuf4s50_1: 0 / 11
where the power goes:
group / switching, mW / leakage, nW / internal (mW)
Clock: 0.139 / 0.0450 / 0.155
Sequential: 0 / 0.401 / 0.392
Combinational: 0.00789 / 0.313 / 0.00310
Total: 0.147 / 0.758 / 0.550
final cells by class:
| type | count | area [sq um] | area share [%] |
|---|---|---|---|
| Clock buffer | 6 | 72.57 | 4.240 |
| Clock inverter | 2 | 10.01 | 0.5848 |
| Sequential cell | 30 | 752.0 | 43.93 |
| Timing Repair Buffer | 12 | 117.6 | 6.871 |
| Tap cell | 54 | 67.56 | 3.947 |
| Inverter | 8 | 30.03 | 1.754 |
| Multi-Input combinational cell | 101 | 661.9 | 38.67 |
final timing paths:
kind                                  startpoint                to  slack, ns  depth (start not counted)
worst max-delay path            pixel_counter[0]         hpixel[5]       1.18                          4
worst min-delay path            pixel_counter[0]  pixel_counter[0]       0.46                          1
worst max register to register  pixel_counter[0]         hpixel[5]       1.18                          4
worst min register to register  pixel_counter[0]  pixel_counter[0]       0.46                          1
max in group asynchronous                  reset  pixel_counter[3]       1.70                          3
min in group asynchronous                  reset        counter[9]       0.76                          2
per-layer routing:
| layer | GRT usage, % | wire length (um) | vias to the layer above | share of wire [%] |
|---|---|---|---|---|
| li1 | - | - | 542 | - |
| met1 | 16.51 | 1294 | 509 | 50 |
| met2 | 16.77 | 1129 | 19 | 44 |
| met3 | 3.281 | 118 | 5 | 4.6 |
| met4 | 1.961 | 32 | 0 | 1.2 |
| met5 | 0 | 0 | - | 0 |
metrics by stage:
stage	power (mW)	worst slack, ns	cells	utilization (%)
2_1_floorplan	0.4045	1.662	141	-
3_3_place_gp	0.4102	1.311	205	34.72
3_5_place_dp	0.4104	1.210	205	34.72
4_1_cts	0.7084	1.164	213	36.48
5_1_grt	0.7251	1.069	213	36.48
6_report	0.6967	1.180	213	36.48
No activity file was given, so power comes from the tool's default toggle rates.
